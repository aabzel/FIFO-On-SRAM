### design/flow/config.mk
export PLATFORM = sky130hd
export DESIGN_NAME = fifoOnSRAM
export DESIGN_NICKNAME = fifoOnSRAM
export VERILOG_FILES = /design/flow/design.v
export SDC_FILE = /design/flow/constraint.sdc
export NUM_CORES = 4
export LEC_CHECK = 1
export CORE_UTILIZATION = 50
### design/flow/constraint.sdc
current_design fifoOnSRAM

set clk_period 3.5
set clk_io_pct 0.2

create_clock -name clk0 -period $clk_period [get_ports {fifoClk}]

set non_clock_inputs [all_inputs -no_clocks]
set_input_delay [expr $clk_period * $clk_io_pct] -clock clk0 $non_clock_inputs
set_output_delay [expr $clk_period * $clk_io_pct] -clock clk0 [all_outputs]
### design/flow/design.v
module fifoOnSRAM(
    input wire fifoClk,
    input wire fifoRst,
    input wire start,
    input wire [15:0] dataIn,
    output reg [15:0] DataOut,
    inout [15:0] IO,
    output reg CE,
    output reg OE,
    output reg WE,
    output reg LB,
    output reg UB,
    output reg [17:0] Addr,
    output reg [3:0] state
    );
    parameter ST_IDLE            =0;
    parameter ST_GET_READY_READ  =1;
    parameter ST_READ            =2;
    parameter ST_READ_DONE       =3; 
    parameter ST_GET_READY_WRITE =4;
    parameter ST_WRITE           =5;
    parameter ST_INCR_ADDR       =6;
    parameter ST_DONE            =7;
    parameter sizeOfFIFO = 10;
    reg [17:0] readAddr;
    reg [17:0] writeAddr;
    reg [15:0] LastReadData;
    reg DAT_MUX;
    parameter MUX_FPGA_TO_SRAM =1;  
    parameter MUX_SRAM_TO_FPGA =0;  
    assign IO = (DAT_MUX==1)?(dataIn) :(16'bzzzzzzzzzzzzzzzz) ;
    always @(posedge fifoClk)
      begin
        if(fifoRst==0) 
	  begin
            state   <= ST_IDLE;
            CE<=0;
            OE<=1;
            WE<=1;
            LB<=0;
            UB<=0;
	    readAddr<=1;
	    writeAddr<=0;
	    LastReadData<=0;
	 end 
       else 
	 begin 
	   case(state)
	   ST_IDLE: 
	     begin
               if(start==0) 
	         begin 
		   state   <= ST_GET_READY_READ;
		   DataOut <= LastReadData;
		   Addr    <= readAddr;
	           DAT_MUX <=MUX_SRAM_TO_FPGA;
		   WE<=1;
		   OE<=1;
		   CE<=0;
		   UB<=0;
		   LB<=0;		  
		end 
		  else 
		    begin 
		      state   <= ST_IDLE;
		      DataOut <= 16'b1111_1111_1111_1111;
		    end		  
	     end
	   ST_GET_READY_READ: 
	     begin
			 state   <= ST_READ;
			 DAT_MUX <= MUX_SRAM_TO_FPGA;
		     WE<=1;
			 OE<=0;
			 CE<=0;
			 UB<=0;
			 LB<=0;	
	     end
	   ST_READ: 
	     begin
	       state   <= ST_READ_DONE;
	       LastReadData<=IO;     
	       WE<=1;
	       OE<=0;
	       CE<=0;
	       UB<=0;
	       LB<=0;
	     end
	   ST_READ_DONE: 
	     begin
               state   <= ST_GET_READY_WRITE;
	       WE<=1;
	       OE<=1;
	       CE<=0;
	       UB<=0;
	       LB<=0;	  
	     end
	   ST_GET_READY_WRITE: 
	     begin
		     state   <= ST_WRITE;
			 Addr    <= writeAddr;
			 DAT_MUX <= MUX_FPGA_TO_SRAM;
			 WE<=0;
			 OE<=1;
			 CE<=0;
			 UB<=0;
			 LB<=0;
	     end
	   ST_WRITE: 
	     begin
		 state   <= ST_INCR_ADDR;
		 WE<=0;
		 OE<=1;
		 CE<=0;
		 UB<=0;
		 LB<=0;
	     end
	   ST_INCR_ADDR: 
	     begin 
		     state   <= ST_DONE;
			 if(writeAddr==sizeOfFIFO)
			   begin 
				writeAddr<=0;
				end 
			 else 
			   begin
                writeAddr<=writeAddr+1;				
			   end 
			 if(readAddr==sizeOfFIFO)
			   begin 
				readAddr<=0;
			   end 
			 else 
			   begin
                readAddr<=readAddr+1;				
			   end  
		     WE<=1;
			 OE<=1;
			 CE<=0;
			 UB<=0;
			 LB<=0;
	     end
	   ST_DONE: 
	     begin
               if(start==0) 
			   begin 
				state   <= ST_DONE;
				Addr <= 18'b11_1111_1111_1111_1111;
				WE<=1;
			    OE<=1;
			    CE<=0; 
			    UB<=0;
			    LB<=0;
			   end 
			 else 
			   begin
                state   <= ST_IDLE;
				Addr <= 18'b11_1111_1111_1111_1111;
				WE<=1;
			    OE<=1;
			    CE<=0;
			    UB<=0;
			    LB<=0;
	       end		  
	     end 
	default :
	  begin 
	  end 
        endcase
      end
    end
endmodule
### design/flow/run.sh
#!/bin/bash
# OpenROAD 26Q1-2900-gdf79404cd8, Yosys 0.63+post, stock flow scripts
make -C /OpenROAD-flow-scripts/flow DESIGN_CONFIG=/design/flow/config.mk WORK_HOME=/design/flow/orfs finish
==> results.toml <==
# yosys + openroad results
[status]
run_status = "aborted with a tool error"
failing_step = "clock tree synthesis"
run.stop_error = "[error] [KeplerFormal.cpp:679] Workflow failed: Iso has multiple drivers: .dataIn0, input5.X0"

[synth]
synthFlopType = "sky130_fd_sc_hd__dfxtp_1"
topCellsByArea = "sky130_fd_sc_hd__dfxtp_1 26%, sky130_fd_sc_hd__edfxtp_1 24%, sky130_fd_sc_hd__o22a_1 5.5%"
synthDominantCellAreaShare = 0.263
synth_stat.cells = 439
yosysWarningCount = 2
asyncSetResetFlopFracSynth = 0
post-synth-top-count-cell = "sky130_fd_sc_hd__dfxtp_1"
synth.lib_cells_used.distinct = 54
count_of_flip_flops_with_a_built_in_enable_after_synthesis = 34
top_cells_by_count = "57 x sky130_fd_sc_hd__dfxtp_1, 46 x sky130_fd_sc_hd__nand2_1, 34 x sky130_fd_sc_hd__edfxtp_1"
top_area_cell = "sky130_fd_sc_hd__dfxtp_1"
synthesis.area_sq_um = 4330
numSynthFlops = 91
syn_area_per_cell_sq_um = 9.87
syn_inst = 439
synth_chip_area_sq_um = 4330
yosys.stat.seqShare = 0.499

[cts]
cts.repair.resized = 0
cts-root-to-sink-buffers = 2
ctsHoldBuffers = 0
cts.htree.levels = 3
cts_root_buffer = "sky130_fd_sc_hd__clkbuf_8"
cts-buffers-inserted = 9
cts.sink_count = 91
cts_setup_buffers = 0

[place]
dp_hpwl_mm = 5.71
place.gp.congestion = 0.825
place.detailed.instances = 564
buffer_ports.inserted = 57

[floorplanning]
die_h_microns = 95.1
std_cell_rows = 33
io-pin-count = 78
die_width_microns = 95.1
floorplan_utilization = 0.522
==> cell families after synthesis <==
| kind of cell | share of synthesized area |
|---|---|
| and+or+nand+nor | 0.207 |
| AOI/OAI and AO/OA | 0.175 |
| DFF | 0.499 |
| buffers and inverters | 0.0783 |
| xor gates and xnor gates | 0.0283 |
| adders and majority gates | 0.0116 |
| other | 0.000866 |
==> per-stage QoR <==
stage / area [sq um] / worst slack, ns / power (uW)
3_5_place_dp: 4810 / 0.988 / 1410
3_3_place_gp: 4810 / 0.986 / 1410
2_1_floorplan: 4340 / 0.558 / 1310
No activity file was given, so power comes from the tool's default toggle rates.
